<file path="flow/design.v">
`timescale 1ns / 1ps
module Multiplexer2 #(parameter N=100)(
	input option,
	input [N-1:0]mult0,
	input [N-1:0]mult1,
	output reg [N-1:0]out);
	always @( option or mult1 or mult0 ) begin
		case( option )
			 0 : out = mult0;
			 1 : out = mult1;
		endcase
end
endmodule
</file>
<file path="flow/run.sh">
#!/bin/bash
# OpenROAD 26Q1-2900-gdf79404cd8, Yosys 0.63+post, stock flow scripts
make -C /OpenROAD-flow-scripts/flow DESIGN_CONFIG=/design/flow/config.mk WORK_HOME=/design/flow/orfs finish
</file>
<file path="flow/config.mk">
export PLATFORM = sky130hd
export DESIGN_NAME = Multiplexer2
export DESIGN_NICKNAME = Multiplexer2
export VERILOG_FILES = /design/flow/design.v
export SDC_FILE = /design/flow/constraint.sdc
export NUM_CORES = 4
export LEC_CHECK = 1
export CORE_AREA = 10 10 123 123
export DIE_AREA = 0 0 133 133
</file>
<file path="flow/constraint.sdc">
current_design Multiplexer2

set clk_period 1.0
set clk_io_pct 0.2

create_clock -name clk0 -period $clk_period

set non_clock_inputs [all_inputs -no_clocks]
set_input_delay [expr $clk_period * $clk_io_pct] -clock clk0 $non_clock_inputs
set_output_delay [expr $clk_period * $clk_io_pct] -clock clk0 [all_outputs]
</file>
==> run notes <==
Summing every instance area after synthesis gives 0.001713 mm2. The run gives 0.29 ns for the worst stage delay on the critical path. The worst setup path is launched from a primary input. The run gives 0 for the final tally of hold violations. Per the OpenROAD power report, leakage power amounts to 0.002756 uW.

The OpenROAD report gives the critical path a data arrival time of 1.10 ns. With the worst setup slack after layout at -0.3026 ns, the fill cell instance count of the final layout is 1263. Sequential cells placed in the final layout were counted as 0. With the cell area power density at 399.2 mW/mm2, the footprint of the flip-flops and latches is 0 um2.

Met1 track utilization from global routing: 12.43%. The floorplan step set the die height to 133 um. The main area contributors are sky130_fd_sc_hd__mux2_4, sky130_fd_sc_hd__buf_12, sky130_fd_sc_hd__buf_6.

The number of global-route vias before repair is 2491. The most common cell in the synthesized netlist is sky130_fd_sc_hd__mux2_4. The stage-log warning count is 34.

The number of hold buffers added after CTS was 0. The global routing stage identified its most utilized layer as met2. The number of antenna diodes in the final layout is 0. The synthesized design spends more area on one cell type than any other, namely sky130_fd_sc_hd__mux2_4. Across all hold checks on the routed design, the worst slack comes to 0.7032 ns. The die covers 0.01769 mm2.

After floorplanning, the core was sized to cover 0.01257 mm2. The synthesized instance count is 111. Per the OpenROAD floorplan log, the width of the die is 133 um.

The start point of the critical path was option. The ratio of final minimum period to clock period came out at 130.3%. The worst hold path begins at mult1[63]. The logs give 616 for the non-filler instance count after layout and 767.7 MHz for the highest clock rate. The number of cells on the worst hold path is 3. The final reports fail on setup timing. The worst-path cell with the longest stage delay was sky130_fd_sc_hd__mux2_4. The data required time at the worst endpoint is 0.80 ns. Cell type group with the largest total delay on the critical path: buffers and inverters. Nets still carrying antenna violations after routing amount to 0.

The worst setup path is captured at a primary output. For the worst-case vdd ir drop, the log shows 158.2 uV. The maximum number of pins on one net before global-route repair was 9; the number of standard-cell rows in the floorplan was 41. The count of input and output buffers was 301; the final critical delay including setup and external delays was 1.303 ns.

The proportion of netlist area held by the largest area contributor is 87.66%. After synthesis, flip-flops and latches occupy 0% of the total area. With the number of antenna violations at the first check in global routing at 0, the final tally of setup violations is 100. The run gives 3 as the post-synthesis cell type count.

The share of final-layout standard cells stronger than drive strength 1 works out to 54.95%. Summed over all layers, the routed wires come to 10.90 mm. The via count was 2217; the number of clock buffer instances in the layout was 0. The per-cell routed wire length came out at 17.69 um. Per the placement report, the placed cell count is 584. The run gives 92.17% as the relative max-transition margin. The met3 track demand over resource in global routing was 4.535%.

The timing report notes that buffer and inverter cells on the critical path total 5. The first global-routing pass estimated 15.71 mm of wire. The run finished, with violations left. After legalization and detailed placement, the total HPWL measured 9.455 mm. Overall routing resource usage recorded by global route was 11.24%. The script parses the final routing iteration and logs DRC violations as 0. Compared with the post-synthesis result, the final layout area differs by 196.8%. Once iteration 0 of detailed routing completed, the report listed 42 DRC markers. Final tally of max-slew violations: 0. The chip area line in the Yosys stat output reads 0.001713 mm2. The report lists the cells along the critical path as buf_16 -> buf_12 -> buf_6 -> buf_6 -> mux2_4 -> buf_6. Per the run summary, max-cap violations total 0. The vias per cell was 3.599; the average size of a mapped cell was 15.43 um2.

The detailed-router iteration count before antenna repair came out at 4. For the total number of yosys warnings, the log shows 1. Category of the most critical setup path: primary input to primary output. The met2 usage in global routing was 20.78%; the actual transition at the worst max-transition pin was 0.1174 ns. The finished cells cover 0.005084 mm2.

The post-detailed-placement cell area came out at 0.004863 mm2. The maximum net fanout on the critical path works out to 8. By count the netlist is led by sky130_fd_sc_hd__mux2_4, sky130_fd_sc_hd__buf_12, sky130_fd_sc_hd__buf_6.

The critical path crosses 6 cells after its start point. The cell that appears most often on the critical path is sky130_fd_sc_hd__buf_6. In this run the worst setup path terminates at out[86]. At the floorplan stage, the core utilization is reported as 13.63%. The most critical min-delay path falls under primary input to primary output. The synthesized netlist was found by Yosys to have 111 cells. For the boundary pin count, the log shows 301. Setup repair after global routing could not meet its margin everywhere. At the end of routability-driven placement, the weighted congestion stood at 0.8008. Recorded from the global router log, the overflow total was 0.
[kinds of logic after synthesis]
logic type             count (synthesis)  synth area share [%]
multiplexers                         100                 87.66
buffers and inverters                 11                 12.34
[power breakdown]
group	switching (uW)	leakage, uW	internal, uW
Sequential	0	0	0
Combinational	480	0.00276	1550
Clock	0	0	0
[how the worst min path moves through the flow]
| stage | endpoint |
|---|---|
| 6_report | out[63] |
| 4_1_cts | out[72] |
| 5_1_grt | out[63] |
[area by class of cell]
type               instances  area, um2  area share (%)
repair buffers           344       3367           66.23
well taps                172      215.2           4.233
multi-input cells        100       1501           29.53
[what timing repair did]
item | 4_1_cts | 5_1_grt
gates resized | 612 | 29
cloned | 4 | 0
setup endpoints to repair | 100 | 100
buffers inserted | 25 | 7
[placed cells by master, fill, tap and decap left out]
| master | instances |
|---|---|
| sky130_fd_sc_hd__buf_2 | 26 |
| sky130_fd_sc_hd__dlymetal6s2s_1 | 2 |
| sky130_fd_sc_hd__buf_16 | 3 |
| sky130_fd_sc_hd__buf_8 | 12 |
| sky130_fd_sc_hd__mux2_4 | 100 |
| sky130_fd_sc_hd__buf_4 | 3 |
| sky130_fd_sc_hd__buf_6 | 93 |
| sky130_fd_sc_hd__dlygate4sd2_1 | 194 |
| sky130_fd_sc_hd__buf_12 | 7 |
| sky130_fd_sc_hd__clkdlybuf4s50_1 | 4 |
[metal layers]
layer / vias up / part of all wire, %
met5: - / 0
met4: 0 / 0
met3: 0 / 9.8
met2: 138 / 52
met1: 987 / 38
li1: 1092 / -
[metrics by stage]
| step | setup TNS (ns) | total power [uW] | util [%] | setup WS, ns |
|---|---|---|---|---|
| after CTS | -19.03 | 2001 | 39.50 | -0.3585 |
| after floorplan | 0 | 659.5 | - | 0.02584 |
| after global routing | -19.07 | 2164 | 40.45 | -0.3161 |
| after detailed placement | -52.19 | 2108 | 38.70 | -0.5606 |
| final | -16.99 | 2029 | 40.45 | -0.3026 |
| after global placement | -52.29 | 2111 | 38.70 | -0.5623 |
[tightest hold or removal path, delay by kind of cell]
family / cells / cell delay, ns
buf+inv: 2 / 0.16
mux: 1 / 0.14
No activity file was given, so power comes from the tool's default toggle rates.
