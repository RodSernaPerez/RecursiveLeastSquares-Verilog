===== /design/flow/config.mk =====
export PLATFORM = sky130hd
export DESIGN_NAME = MultSelection
export DESIGN_NICKNAME = MultSelection
export VERILOG_FILES = /design/flow/design.v
export SDC_FILE = /design/flow/constraint.sdc
export NUM_CORES = 4
export LEC_CHECK = 1
export CORE_AREA = 10 10 78 78
export DIE_AREA = 0 0 88 88

===== /design/flow/constraint.sdc =====
current_design MultSelection

set clk_period 3.1
set clk_io_pct 0.2

create_clock -name clk0 -period $clk_period

set non_clock_inputs [all_inputs -no_clocks]
set_input_delay [expr $clk_period * $clk_io_pct] -clock clk0 $non_clock_inputs
set_output_delay [expr $clk_period * $clk_io_pct] -clock clk0 [all_outputs]

===== /design/flow/design.v =====
`timescale 1ns / 1ps
module MultSelection #(parameter N=100, parameter nBits=32)(
	input [0:N-1] in,
	input [31:0] seleccion,
	output [0:nBits-1] out);
	genvar i;
	wire [0:nBits-1]A[N/nBits-1:0];
	generate
		for (i=0;i<N/nBits;i=i+1) begin: loop1
			assign A[i]=in[i*nBits+:nBits];
		end
	endgenerate
	assign out = A[seleccion];
endmodule

===== /design/flow/run.sh =====
#!/bin/bash
# OpenROAD 26Q1-2900-gdf79404cd8, Yosys 0.63+post, stock flow scripts
make -C /OpenROAD-flow-scripts/flow DESIGN_CONFIG=/design/flow/config.mk WORK_HOME=/design/flow/orfs finish

==> ci_impl_report.md <==
## Synthesis and layout report

| Metric | Value |
|---|---|
| Data required, critical path | 2480 ps |
| Cell types with the largest area share after synthesis | sky130_fd_sc_hd__a22oi_1, sky130_fd_sc_hd__o21ai_1, sky130_fd_sc_hd__nand2_1, sky130_fd_sc_hd__buf_2, sky130_fd_sc_hd__buf_6 |
| Final setup violating endpoints | 0 |
| Number of slew-limit violations in the final report | 0 |
| Post-DP Area | ~2000 um^2 |
| Global routing usage on met2 | between 15 and 20% |
| Critical path data arrival time | about 2400 ps |
| Distinct lib cells used | 8 |
| Highest attainable clock frequency | approximately 330 MHz |
| Type of element capturing the critical path | primary output |
| Fraction of layout cells with a size suffix above 1 | 2.97% |
| Worst voltage drop across the vdd grid | 59.1 uV |
| Busiest grt layer | met2 |
| Residual DRC | 0 |
| Total overflow reported by the global router | 0 |
| Overall routed net length | between 4000 and 5000 um |
| Sequential-to-total area share from yosys stat | 0% |
| Worst-Margin Slew | 207 ps |
| Post-route core utilization | between 40% and 50% |
| Area enclosed by the die boundary | just under 8000 um^2 |
| Reported leakage power | 0.745 nW |
| Worst Setup Start Kind | primary input |
| Post-Synthesis Cells | approximately 110 |
| Hold crit path type | primary input to primary output |
| Placer congestion estimate | ~0.70 |
| Crit path capture | out[14] |
| Post-synth area from yosys stat | 637 um^2 |
| Initial antenna violation count | 0 |
| Width of the chip | 88 um |
| Launch point of the worst path | seleccion[0] |
| Most numerous logic cells after layout | sky130_fd_sc_hd__clkdlybuf4s50_1, sky130_fd_sc_hd__a22oi_1, sky130_fd_sc_hd__nand2_1 |
| DRT iter0 DRCs | 59 |
| Critical path fanouts, max | 36 |
| Die height | 88 um |
| Pin count of the biggest net entering global routing | 37 |
| Number of warnings reported in the yosys synthesis log | 1 |
| Flip-flop and latch area | 0 um^2 |
| Via/cell ratio | about 4.5 |
| Routed wire length per instance | around 15 um |
| CTS hold repair buffers | 0 |
| Max-Slew Margin vs Limit | between 80% and 90% |
| Setup Fix Bufs, Post-CTS | 0 |
| Layout clock buffer count | 0 |
| Post-synthesis instance area | between 600 and 700 um^2 |
| # diodes | 0 |
| Log Warnings | 67 |
| Number of vias in the routed layout | between 1,000 and 1,500 |
| DRT Pass-1 Iters | 4 |
| Met1 layer usage reported by global route | a little under an eighth |
| Standard-cell row count | 24 |
| Overall fraction of global-route tracks in use | between 10 and 15% |
| Post-route antenna net violation count | 0 |
| Number of gates resized after CTS | 0 |
| Area growth, synth to finish | 219% |
| Met3 layer usage reported by global route | roughly 4.4% |
| First-pass GRT wire length | between 6000 and 7000 um |
| Total half-perimeter wirelength after legalization and detailed placement | 3870 um |
| Total power per unit cell area | 159 nW/um^2 |
| Synth Area per Inst | 5.64 um^2 |
| Total of max-cap violations | 0 |
| Result of the run | complete, no violations |
| FILL cells | roughly 440 |
| Area of the core | 4410 um^2 |
| Total cells reported by yosys after synthesis | between 100 and 150 |
| Summed area of non-filler cells in the final layout | just over 2000 um^2 |
| Flops | 0 |
| Number of global-route vias before repair | ~1,300 |
| # port buffers | 130 |
| Final worst path period share | a little over nine tenths |
| Highest-count logic cell in the final layout | sky130_fd_sc_hd__clkdlybuf4s50_1 |
| Most area-hungry cell type in the Yosys netlist | sky130_fd_sc_hd__a22oi_1 |
| Clock period minus worst slack | approximately 3000 ps |
| Portion of synthesized cell area occupied by the leading cell type | 37.7% |
| Setup repair after global routing missed its margin | false |
| Setup Crit Path Kind | primary input to primary output |
| Number of top-level pins | ~160 |
| Initial standard-cell utilization of the core | ~14% |
| Final tally of hold violations | 0 |
| Setup total negative slack | 0 ps |
[cells in the mapped netlist]
cell type	instances
sky130_fd_sc_hd__o21ai_1	30
sky130_fd_sc_hd__inv_1	2
sky130_fd_sc_hd__nand2_1	32
sky130_fd_sc_hd__a22oi_1	32
sky130_fd_sc_hd__buf_6	3
sky130_fd_sc_hd__ha_1	2
sky130_fd_sc_hd__buf_2	10
sky130_fd_sc_hd__o21ai_0	2
[logic make-up (layout without fill, tap and decap cells)]
group,Yosys count,in the layout,synth area share [%]
AND-OR/OR-AND,64,64,62.9
adder cells (fa/ha/maj),2,2,3.93
buffers and inverters,15,138,14.3
AND/OR/NAND/NOR,32,32,18.9
[metal layers]
layer	share of wire, %	up-vias
met3	13	0
li1	-	667
met2	47	71
met5	0	-
met1	39	547
met4	0	0
[where the power goes]
| group | internal (W) | switching (W) |
|---|---|---|
| Clock | 0 | 0 |
| Combinational | 0.000232 | 0.0000901 |
| Sequential | 0 | 0 |
[critical path: stages]
cell and delay [ps]:
sky130_fd_sc_hd__clkdlybuf4s50_1 490, sky130_fd_sc_hd__inv_1 50, sky130_fd_sc_hd__ha_2 360, sky130_fd_sc_hd__buf_12 190, sky130_fd_sc_hd__nand2_1 70, sky130_fd_sc_hd__o21ai_1 90
sky130_fd_sc_hd__clkdlybuf4s50_1 490
[area by class of cell]
type,instances,area [um^2],area share (%)
Inverter,2,7.51,0.370
Timing Repair Buffer,136,1410,69.4
Multi-Input combinational cell,98,548,27.0
Tap cell,52,65.1,3.21
[how the worst min path moves through the flow]
stage	start	slack, ps	depth (start not counted)	end
CTS	in[22]	2150	4	out[22]
global route	in[17]	2170	4	out[17]
finish	in[17]	2140	4	out[17]
[through the flow]
stage               instances  hold WS [ps]  power [W]  setup slack, ps
global route              288          2170   0.000352             8.38
CTS                       288          2150   0.000329             91.1
detailed placement        288          2150   0.000327             88.3
floorplan                 113          1300  0.0000814             1160
global placement          288          2140   0.000326             99.2
finish                    288          2140   0.000322              103
No activity file was given, so power comes from the tool's default toggle rates.
