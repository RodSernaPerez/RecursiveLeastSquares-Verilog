==> design/flow/design.v <==
`timescale 1ns / 1ps
module UART #(parameter N=32, parameter M=100)(
	input clk,
	input reset,
	input data,
	input start,
	output reg shift,
	output reg serialo);
	parameter Wait=0;
	parameter Start=1;
	parameter Period=2;
	parameter Write=3;
	reg [31:0]counter;
	reg [31:0]period;
	reg [1:0] state;
	 always @ (posedge clk or negedge reset) begin
		shift<=0;
		if (reset==0) begin
			state<=Wait;
		end else begin
			case(state)
				Wait: begin
					counter<=32'b0;
					period<=32'b0;
					serialo<=1;
					if (start==1) begin
						state <= Start;
					end
				end
				Start: begin
					state<=Period;
					shift<=1;
					serialo<=0;
				end
				Period: begin
					period<=period+1;
					if (period==M-1) begin
						if (counter==N) begin
							state<=Wait;
						end else begin
							state<=Write;
						end						
					end
				end
				Write: begin
					period<=32'b0;
					serialo<=data;
					shift<=1;
					counter<=counter+1;
					state<=Period;
				end
			endcase
		end
	end
endmodule
`timescale 1ns / 1ps
module UARTmodule #(parameter N=16)(
	input clk,
	input reset,
	input load,
	input start,
	output serialo);
	wire endcounter,data,shift,encount,clearcount;
	UART #(.N(N),.M(10417)) uart (
    .clk(clk), 
    .reset(reset), 
    .data(data), 
    .start(start), 
    .shift(shift), 
    .serialo(serialo)
    );
	 shifter #(.M(N),.nBits(1))regshift (
    .clock(clk), 
    .reset(reset), 
    .load(load), 
    .shift(shift), 
    .Data_in(data), 
    .Data_load(16'h25DC), 
    .clear(1'b0), 
    .Data_out(data), 
    .r()
    );
endmodule
`timescale 1ns / 1ps
module shifter#(parameter M=4*32, parameter nBits=32)
    (
	 input clock, reset, load, shift,
	 input [0:nBits-1] Data_in,
	 input [0:M-1] Data_load,
	 input clearoutput,
	 input clear,
    output reg [0:nBits-1] Data_out,	 
	 output reg [M-1:0] r
    );
   always @ (negedge reset or posedge clock) begin
      if (reset == 0) begin
          r <= {M{1'b0}};       
			 Data_out <= {nBits{1'b0}};   
			 end
		else if (clear==1) begin
			 r <= {M{1'b0}};       
			 Data_out <= {nBits{1'b0}};   
		 end
      else if (load == 1) begin
          r <= Data_load;
			 end
      else if (shift == 1) begin
			Data_out <= r[M-1:M-nBits];
			r[M-1:nBits] <= r[M-nBits-1:0];
         r[nBits-1:0] <= Data_in;
         end
		end
    end
endmodule
==> design/flow/run.sh <==
#!/bin/bash
# OpenROAD 26Q1-2900-gdf79404cd8, Yosys 0.63+post, stock flow scripts
make -C /OpenROAD-flow-scripts/flow DESIGN_CONFIG=/design/flow/config.mk WORK_HOME=/design/flow/orfs finish
==> design/flow/config.mk <==
export PLATFORM = sky130hd
export DESIGN_NAME = UARTmodule
export DESIGN_NICKNAME = UARTmodule
export VERILOG_FILES = /design/flow/design.v
export SDC_FILE = /design/flow/constraint.sdc
export NUM_CORES = 4
export LEC_CHECK = 1
export CORE_UTILIZATION = 50
==> design/flow/constraint.sdc <==
current_design UARTmodule

set clk_period 4.8
set clk_io_pct 0.2

create_clock -name clk0 -period $clk_period [get_ports {clk}]

set non_clock_inputs [all_inputs -no_clocks]
set_input_delay [expr $clk_period * $clk_io_pct] -clock clk0 $non_clock_inputs
set_output_delay [expr $clk_period * $clk_io_pct] -clock clk0 [all_outputs]
==> tab_implementation.tex <==
% Table of physical implementation metrics
\begin{tabular}{lr}
\hline
Metric & Value \\
\hline
\multicolumn{2}{l}{\textbf{Outcome}} \\
\quad Result of the run & complete, no violations \\
\multicolumn{2}{l}{\textbf{Setup path}} \\
\quad Kind of critical path & flip-flop to flip-flop \\
\quad Worst setup path startpoint & uart.counter[0] \\
\quad Slowest-stage cell, CP & or3\_1 \\
\quad Number of stages on the worst setup path & 5 \\
\quad Reg2Reg Launch Point & uart.counter[0] \\
\quad Highest fanout seen on the critical path & 10 \\
\quad Register-to-register path setup slack & 2.34 ns \\
\quad Kind of start point of the critical path & flip-flop \\
\quad Worst path bufs/invs & 0 \\
\quad Destination of the worst register-to-register timing path & uart.counter[26] \\
\quad Max incr delay on CP & 0.62 ns \\
\quad Critical Path End & uart.counter[26] \\
\quad Required @ worst endpoint & 4.97 ns \\
\quad Data arrival time of the critical path & 2.62 ns \\
\quad Cells along the critical path & ha\_1 -> nand4\_1 -> or3\_1 -> or4\_1 -> a21oi\_1 \\
\quad Worst Reg-to-Reg Cells & 5 \\
\quad Cell family with the largest share of critical-path delay & simple AND/OR/NAND/NOR gates \\
\quad Capturing element type of the critical path & flip-flop \\
\multicolumn{2}{l}{\textbf{Yosys}} \\
\quad Number of standard cells after synthesis & 452 \\
\quad Area of the mapped netlist & 0.00472 mm² \\
\quad Chip Area, Yosys & 0.00472 mm² \\
\quad Most instantiated library cell after synthesis & edfxtp\_1 \\
\quad Yosys top cell by area & edfxtp\_1 \\
\quad Synthesized registers & 87 \\
\quad Ys Warns & 2 \\
\quad Synth top area share & 41.4\% \\
\quad Number of standard cells reported by yosys & 452 \\
\quad Commonest cells post-synth & edfxtp\_1, nor2\_1, a21oi\_1 \\
\quad Most area-consuming cells after synthesis & edfxtp\_1, dfrtp\_1, or4\_1, o31ai\_1, a21oi\_1 \\
\quad Share of flip-flops with an asynchronous set or reset after synthesis & 25.3\% \\
\quad Top FF cell, synth & edfxtp\_1 \\
\quad Register area share after synthesis & 53.0\% \\
\quad Number of flops mapped to enable cells by yosys & 65 \\
\quad Synthesized area per cell & 10.4 µm² \\
\quad Distinct lib cells & 45 \\
\multicolumn{2}{l}{\textbf{Global route}} \\
\quad Initial antenna violation count & 0 \\
\quad First-pass GRT wire length & 15200 µm \\
\quad Total grt overflow & 0 \\
\quad Via count of the first global-routing pass & 3164 \\
\quad Global-route usage over all layers & 20.1\% \\
\quad Pin count of the biggest net entering global routing & 33 \\
\multicolumn{2}{l}{\textbf{Clock network}} \\
\quad Clock Tree Buf Depth & 2 \\
\quad Post-cts repair resize count & 0 \\
\quad Clock insertion delay at the later pin of the skew report & 0.35 ns \\
\quad Number of CTS-inserted buffers & 9 \\
\quad Number of buffers inserted by hold repair at cts & 0 \\
\quad H-tree depth & 3 \\
\quad Clock slew at the register clock pins of the worst setup and hold paths & 0.09 ns \\
\quad CTS sink count & 87 \\
\quad Number of buffers inserted by post-CTS setup repair & 0 \\
\quad Root Driver & clkbuf\_8 \\
\quad TritonCTS clock tree & done \\
\multicolumn{2}{l}{\textbf{Floorplan}} \\
\quad Die width & 99.2 µm \\
\quad Total die size & 0.00983 mm² \\
\quad Number of top-level design ports & 5 \\
\quad Area of the core region & 0.00920 mm² \\
\quad Number of placement rows & 35 \\
\quad Overall die height & 99.2 µm \\
\quad Fp util & 51.3\% \\
\multicolumn{2}{l}{\textbf{Timing}} \\
\quad Actual transition at the worst max-transition pin & 0.774 ns \\
\quad Maximum operating frequency & 407 MHz \\
\quad Normalized max-slew margin & 48.1\% \\
\quad Final-layout setup total negative slack & 0 ns \\
\quad Final setup violating endpoints & 0 \\
\quad Shortest clock period the worst path allows after layout & 2.46 ns \\
\quad Max Clock Skew & 0.00961 ns \\
\quad Number of failing hold endpoints at the final stage & 0 \\
\quad Setup repair after global routing missed its margin & false \\
\quad Share of the clock period used by the worst path after layout & 51.2\% \\
\quad Final tally of max-slew violations & 0 \\
\multicolumn{2}{l}{\textbf{Detailed routing}} \\
\quad Count of TritonRoute iterations in the first routing pass & 5 \\
\quad Routed wirelength normalized by instance count & 15.5 µm \\
\quad Total wire length & 8720 µm \\
\quad Antenna fix cells & 0 \\
\quad Remaining routing DRC violations & 0 \\
\quad Antenna Violating Nets Remaining & 0 \\
\quad Detailed-route vias per instance & 6.02 \\
\quad Vias post-DR & 3380 \\
\quad Starting DRC count in detailed routing & 211 \\
\multicolumn{2}{l}{\textbf{Power and ir drop}} \\
\quad Cell Int Power & 1.06 mW \\
\quad Part of the total power dissipated in the clock network & 39.9\% \\
\quad Relative contribution of combinational cells to total power & 0.7\% \\
\quad P\_leak & 1.55 nW \\
\quad Portion of total power attributed to sequential cells & 59.4\% \\
\quad Power density of the placed cells & 267 mW/mm² \\
\quad Largest voltage drop on the vdd net & 0.130 mV \\
\quad Net switching share of the total power & 21.5\% \\
\quad Sw power & 0.290 mW \\
\multicolumn{2}{l}{\textbf{Worst hold path}} \\
\quad Hold WC Path Type & flip-flop to flip-flop \\
\quad Hold-critical path depth & 1 \\
\quad Min-Delay Startpoint & regshift.r[7] \\
\multicolumn{2}{l}{\textbf{Final layout}} \\
\quad Fill cells & 783 \\
\quad Post-synthesis to final-layout area growth & 6.81\% \\
\quad Fraction of layout cells with a size suffix above 1 & 6.00\% \\
\quad Non-filler instance count after layout & 561 \\
\multicolumn{2}{l}{\textbf{Placement}} \\
\quad Final estimated routing congestion in global placement & 0.804 \\
\quad HPWL Detailed & 5580 µm \\
\quad Cell Count Post-Placement & 545 \\
\quad Port-buffer cells & 4 \\
\multicolumn{2}{l}{\textbf{Flow run}} \\
\quad Count of tool warnings & 27 \\
\quad Max-cap violation count & 0 \\
\hline
\end{tabular}
-- worst register-to-register path, stage by stage, from the launching register on --
cell and delay (ns):
edfxtp_1 0.43, ha_1 0.25, nand4_1 0.31, or3_1 0.62, or4_1 0.51, a21oi_1 0.17
-- power by group through the flow --
stage     clock network, mW  registers [mW]  logic (mW)
4_1_cts               0.560           0.799     0.00981
5_1_grt               0.592           0.799      0.0108
6_report              0.538           0.799     0.00943
-- logic make-up after synthesis --
kind of cell,count (synthesis),share of synthesized area [%]
AOI/OAI and AO/OA,77,10.5
xor gates and xnor gates,23,4.27
adders and majority gates,4,1.06
buffers and inverters,43,3.63
DFF,87,53.0
muxes,13,2.78
and+or+nand+nor,205,24.7
-- area by class of cell --
class                   instances  area, µm²  share of cell area (%)
flip-flops and latches         87       2500                    49.7
multi-input cells             322       2060                    40.8
well taps                     111        139                    2.76
clock buffers                   9        124                    2.46
clock inverters                 7       85.1                    1.69
repair buffers                  8       70.1                    1.39
inverters                      17       63.8                    1.27
-- cell usage in the layout, fill, tap and decap left out, types with 12 or more instances in the layout --
master / netlist / layout
edfxtp_1: 65 / 65
nor2_1: 36 / 36
a21oi_1: 31 / 31
nand2_1: 28 / 28
or4_1: 25 / 25
o31ai_1: 22 / 22
nand3_1: 21 / 21
dfrtp_1: 21 / 21
nor4_1: 19 / 19
inv_1: 16 / 16
nand4_1: 16 / 16
xnor2_1: 16 / 16
or3_1: 13 / 13
mux2i_1: 12 / 12
-- routing by layer --
layer	wire length [µm]	track usage (%)	up-vias
met1	4510	37.8	1608
met2	3830	27.7	52
met4	83	2.26	0
met5	0	0	-
met3	292	3.29	7
li1	-	-	1713
-- registers in the layout, summed over array words and instances, names as in the netlist --
| name | flops |
|---|---|
| uart.state | 4 |
| uart.period | 32 |
| uart.shift | 1 |
| regshift.Data_out | 1 |
| regshift.r | 16 |
| uart.counter | 32 |
| uart.serialo | 1 |
-- per-stage QoR --
step	total power [mW]	setup slack [ns]	utilization, %	instance area (µm²)	hold WS, ns
5_1_grt	1.40	2.13	54.8	5040	0.508
3_3_place_gp	0.825	2.09	52.5	4830	0.463
4_1_cts	1.37	2.35	54.8	5040	0.495
2_1_floorplan	0.818	0.990	-	4720	0.451
6_report	1.35	2.34	54.8	5040	0.489
3_5_place_dp	0.825	2.08	52.5	4830	0.472
-- worst min-delay path by stage --
stage,slack (ns),endpoint
4_1_cts,0.50,regshift.r[8]
5_1_grt,0.51,regshift.r[8]
6_report,0.49,regshift.r[8]
Power and IR drop assume default switching activity.
